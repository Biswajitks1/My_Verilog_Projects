===== flow/config.mk =====
export PLATFORM = sky130hd
export DESIGN_NAME = adc_control
export DESIGN_NICKNAME = adc_control
export VERILOG_FILES = /design/flow/design.v
export SDC_FILE = /design/flow/constraint.sdc
export NUM_CORES = 4
export LEC_CHECK = 1
export CORE_UTILIZATION = 30

===== flow/constraint.sdc =====
current_design adc_control

set clk_period 3.9
set clk_io_pct 0.2

create_clock -name clk0 -period $clk_period [get_ports {clk_50}]

set non_clock_inputs [all_inputs -no_clocks]
set_input_delay [expr $clk_period * $clk_io_pct] -clock clk0 $non_clock_inputs
set_output_delay [expr $clk_period * $clk_io_pct] -clock clk0 [all_outputs]

===== flow/design.v =====
module PWM_Generator(
	input clk,              
	input [7:0]DUTY_CYCLE,  
	output PWM_OUT          
);
reg [7:0] count=0;
reg out=1;
always@(posedge clk) begin
		if(count==50)begin
				count=0;
				end		
      if(clk==1) begin
		    count=count+1;
			 end			
end
assign PWM_OUT=(count<=(DUTY_CYCLE/2))?1:0;
endmodule
module adc_control(
	input  clk_50,				 
	input  dout,				 
	output adc_cs_n,			 
	output din,					 
	output adc_sck,			 
	output [11:0]d_out_ch5,	 
	output [11:0]d_out_ch6,	 
	output [11:0]d_out_ch7,	 
	output [1:0]data_frame	 
);
PWM_Generator pulse (.clk(clk_50),.PWM_OUT(adc_sck),.DUTY_CYCLE(50));
reg [4:0]count=0;
reg cout1=0;
reg [2:0]ref=0;
reg [11:0] temp;
reg [11:0] val=0;
reg [11:0] valA=0;
reg [11:0] valB=0;
reg [11:0] i;
assign din=cout1;
reg chipselect;
assign adc_cs_n=chipselect;
always @(negedge adc_sck)begin
 if(ref==0)begin
	count=count+1;
	chipselect=0;
	if(count>=3 && count<4)
		cout1=1;
	if(count>=4 && count<5)
		cout1=0;
	if(count>=5 && count<6)begin
		cout1=1;
	end
	if(count<=6)
		temp[11]=dout;
  for(i=1;i<=11;i=i+1)begin
		if((count>=i+5) && (count<=i+6))begin
			temp[11-i]=dout;
			cout1=0;
			end
	end
	if(count>=17)begin
		val<=temp;
		count=0;
		ref=1;
		chipselect=1;
	end
	end
	if(ref==1)begin
	chipselect=0;
	count=count+1;
	if(count>=3 && count<4)begin
		cout1=1;
	end
	if(count>=4 && count<5)
		cout1=1;
	if(count>=5 && count<6)
		cout1=0;
	if(count<=6)
		temp[11]=dout;
  for(i=1;i<=11;i=i+1)begin
		if((count>=i+5) && (count<=i+6))begin
			temp[11-i]=dout;
			cout1=0;
			end
	end
	if(count>=17)begin
		valA<=temp;
		count=0;
		ref=2;
		chipselect=1;
	end
	end
	if(ref==2)begin
	chipselect=0;
	count=count+1;
	if(count>=3 && count<4)begin
		cout1=1;
	end
	if(count>=4 && count<5)
		cout1=1;
	if(count>=5 && count<6)
		cout1=1;
	if(count<=6)
		temp[11]=dout;
  for(i=1;i<=11;i=i+1)begin
		if((count>=i+5) && (count<=i+6))begin
			temp[11-i]=dout;
			cout1=0;
			end
	end
	if(count>=17)begin
		valB<=temp;
		count=0;
		ref=3;
		chipselect=1;
	end
	end
end
assign d_out_ch7=val;
assign d_out_ch5=valA;
assign d_out_ch6=valB;
endmodule

===== flow/run.sh =====
#!/bin/bash
# OpenROAD 26Q1-2900-gdf79404cd8, Yosys 0.63+post, stock flow scripts
make -C /OpenROAD-flow-scripts/flow DESIGN_CONFIG=/design/flow/config.mk WORK_HOME=/design/flow/orfs finish

==> run_results.csv <==
group,metric,value,unit
critical_path,path_cells,"clkbuf_16, clkbuf_16, clkbuf_16, clkbuf_16, clkbuf_16, nand4_1, clkbuf_16, clkbuf_16, nor2_1, clkbuf_16, clkbuf_16, nand3_1, xnor2_1",
route,route.vias.total,4683,
power_and_ir_drop,switching_share,0.235,
final_timing,unclocked_pins,58,
cells_and_area,regArea,0.00169,mm²
cells_and_area,logic_area,0.00311,mm²
clock_tree,clk_pin_slew_worst_paths,0.04,ns
route,routedLengthMet1,6.73,mm
route,first_iter_violations,423,
floorplan,io_pins,43,
grt,grtUsageTotal,0.172,
clock_tree,hold_buffers,0,
power_and_ir_drop,power.density,214,mW/mm²
route,dr.pass1.iters,5,
synth,ys_area,0.00508,mm²
grt,antenna_found_initial,0,
synth,syn_avg_cell_area,8.47,µm²
floorplan,core,0.0166,mm²
route,wl_met2,6.72,mm
synth,ys_async_sr_fraction,0,
clock_tree,clock_latency,0.34,ns
synth,edf_count,37,
critical_path,critical_path_peak_fanout,3,
synth,syn_inst,600,
power_and_ir_drop,leakagePower,2.03,nW
clock_tree,postCtsResizedCells,0,
synth,synth.distinct_cells,89,
power_and_ir_drop,p_sw,0.307,mW
synth,ys_seq_elements,66,
grt,grt_max_degree,60,
route,drcViolationCount,0,
final_timing,untimed_endpoints,133,
critical_path,crit_path_frequent_cell,"clkbuf_16",
final_timing,skew,0.00335,ns
cells_and_area,num-fill-cells,1654,
final_timing,worst-slew-pin-transition,0.929,ns
floorplan,fp_util,0.306,
final_timing,slew_headroom,0.381,
floorplan,core.rowCount,47,
placement,io_buffers,40,
synth,ys_warn_count,5,
job,cap_violations,0,
route,wl_per_cell,17.1,µm
floorplan,die_w,132,µm
clock_tree,cts_tree,"built",
final_timing,hold_viol_final,0,
power_and_ir_drop,clkPwrFrac,0.901,
final_timing,finalSetupTns,0,ns
placement,gp_congestion,0.937,
route,drtAntennaViolNets,0,
floorplan,die-area,0.0175,mm²
critical_path,cp-end-kind,"flop",
critical_path,arrival,3.55,ns
placement,dpl.hpwl,10.4,mm
power_and_ir_drop,seqPwrFrac,0.074,
final_timing,rsz0062_at_grt,"no",
synth,ys_seq_share,0.333,
route,routed_wl,14.6,mm
cells_and_area,layout_top_cells,"88 x nand2_1, 44 x nor2_1, 44 x o21ai_0, 40 x clkdlybuf4s50_1, 37 x edfxtp_1",
synth,synth-main-ff-cell,"edfxtp_1",
grt,grt_pass1_wl,23.3,mm
route,viasPerCell,5.50,
floorplan,die_h,132,µm
route,dr_wl_met3,844,µm
synth,syn_area,0.00508,mm²
power_and_ir_drop,ir_drop,0.000746,V
cells_and_area,lay_top_count,"nand2_1",
power_and_ir_drop,power.total,1.31,mW
cells_and_area,area_delta_synth_final,20.3,%
grt,grt_pass1_vias,4379,
final_timing,slew_violations,0,
critical_path,startpoint_type,"clock port",
power_and_ir_drop,p_comb_frac,0.025,
critical_path,path_class,"clk -> reg",
final_timing,final-setup-viol-count,0,
power_and_ir_drop,power.internal,0.998,mW
cells_and_area,drive_gt1_frac,0.139,
critical_path,cp_slowest_cell,"clkbuf_16",
critical_path,required,4.16,ns
status,run_status,"finished, final reports clean",
route,dr.max_layer_used,"met4",
clock_tree,cts_setup_buffers,0,
critical_path,max_stage_delay,0.16,ns
grt,overflow,0,
synth,yosys_cells,600,
min_path,holdCritPathClass,"clk -> reg",
job,warnings,44,
route,n_antenna_cell,0,
## layout make-up
| cell class | instances | share of cell area |
|---|---|---|
| Clock buffer | 23 | 0.0803 |
| Inverter | 17 | 0.0104 |
| Multi-Input combinational cell | 475 | 0.510 |
| Sequential cell | 66 | 0.277 |
| Tap cell | 220 | 0.0451 |
| Timing Repair Buffer | 50 | 0.0778 |
## synth_stat cells (all sizes together) (4+ instances only)
master  number  area share
a21oi       23       0.023
a22oi        4      0.0059
a31o         5      0.0086
a31oi        9       0.012
a32o         4      0.0079
and2         6      0.0074
and3         7      0.0096
buf         26       0.032
clkbuf      17       0.013
dfxtp       29        0.11
edfxtp      37        0.22
ha           9       0.022
inv         16       0.012
mux2        35       0.079
mux2i        4      0.0086
nand2       89       0.066
nand2b       7      0.0086
nand3       25       0.025
nand4       10       0.012
nor2        45       0.034
nor2b        4      0.0049
nor3        19       0.023
o211ai       7       0.010
o21a         5      0.0079
o21ai       54       0.053
o22ai        4      0.0049
o31ai       12       0.019
o32ai        5       0.012
or2          5      0.0062
or3          7      0.0086
xnor2       13       0.022
xor2         5      0.0086
## state kept, by name (all words and copies together), names as in the netlist
signal       count
valB            12
chipselect       1
cout1            1
valA            12
temp            12
val             12
ref              3
count            5
pulse.count      8
## logic make-up (layout without fill, tap and decap cells)
family	count (synthesis)	count (layout)	synth area share
DFF	66	66	0.333
buffers and inverters	60	90	0.0571
adders and majority gates	9	9	0.0222
muxes	39	39	0.0877
AOI/OAI and AO/OA	171	171	0.242
other	1	2	0.000738
and+or+nand+nor	236	236	0.226
xor gates and xnor gates	18	18	0.0310
## routing by layer
layer / track usage / vias to the layer above
met5: 0 / -
met2: 0.262 / 181
met3: 0.0389 / 24
met1: 0.250 / 2186
li1: - / 2292
met4: 0.0465 / 0
## worst max-delay path, delay by kind of cell
kind | cells | cell delay [ns]
buffers and inverters | 9 | 1.22
and+or+nand+nor | 3 | 0.24
xor gates and xnor gates | 1 | 0.14
## power groups by stage
stage,sequential [mW],clock [mW],combinational (mW)
after CTS,0.0970,1.20,0.0319
after global routing,0.0970,1.22,0.0356
final,0.0970,1.18,0.0323
## stage by stage
step	hold WS (ns)	instances	instance area (µm²)	setup slack (ns)	utilization
floorplan	0.0927	601	5080	0.390	-
global placement	0.0927	828	5620	1.45	0.339
detailed placement	0.0927	828	5620	1.45	0.339
finish	0.337	851	6110	0.608	0.368
CTS	0.347	851	6110	0.587	0.368
global route	0.342	851	6110	0.544	0.368
## path summary, 6_finish.rpt
path	to	depth (start not counted)	slack (ns)	startpoint
hold / removal	pulse.count[0]	6	0.34	clk_50
setup / recovery	pulse.count[7]	13	0.61	clk_50
hold reg to reg	pulse.count[7]	1	0.52	pulse.count[7]
setup reg to reg	pulse.count[7]	8	2.17	pulse.count[0]
Power figures rest on the tool's default switching activity, not on a simulated workload.
