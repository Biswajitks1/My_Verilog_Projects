### config.mk
export PLATFORM = sky130hd
export DESIGN_NAME = uart
export DESIGN_NICKNAME = uart
export VERILOG_FILES = /design/flow/design.v
export SDC_FILE = /design/flow/constraint.sdc
export NUM_CORES = 4
export LEC_CHECK = 1
export CORE_UTILIZATION = 30
### run.sh
#!/bin/bash
# OpenROAD 26Q1-2900-gdf79404cd8, Yosys 0.63+post, stock flow scripts
make -C /OpenROAD-flow-scripts/flow DESIGN_CONFIG=/design/flow/config.mk WORK_HOME=/design/flow/orfs finish
### design.v
module uart(
	input clk_50M,	 
	output tx		 
);
reg [7:0] out;
assign tx=out;
parameter [8:0]clks_per_bit=9'b110110010;
parameter idle=8'b001;
parameter tx_start=8'b000;
parameter [7:0]tx_data=8'b00101;
parameter [7:0]tx_data2=8'b00111;
parameter [7:0]tx_data3=8'b01111;
parameter [7:0]tx_data4=8'b11011;
parameter [7:0]tx_data5=8'b11101;
parameter [7:0]tx_data6=8'b11110;
parameter tx_stop=8'b0011;
reg [7:0] s_Main=idle;
reg [21:0] clk_count=0;
reg[7:0] count=1;
always@(posedge clk_50M) begin
	clk_count=clk_count+1;
	case(s_Main)
		idle:if(count<=4)begin
					if(clk_count<=clks_per_bit)begin
						out=1;
					end
					else begin
						s_Main=tx_start;
						clk_count=0;
					 end
				end
				else begin
					out=1;
				end	
		tx_start:if(clk_count<=clks_per_bit)begin
						out=0;
					end
				else begin
						if(count==1)begin
					s_Main=tx_data;
					clk_count=0;
						end
						if(count==2)begin
					s_Main=tx_data2;
					clk_count=0;
						end
						if(count==3)begin
					s_Main=tx_data5;
					clk_count=0;
						end
						if(count==4)begin
					s_Main=tx_data6;
					clk_count=0;
						end
					end
		tx_data:if(clk_count<=clks_per_bit)begin
						out=1;
					end
					else if(clk_count>clks_per_bit && clk_count<=2*clks_per_bit-1)begin
						out=1;
					end
					else if(clk_count>2*clks_per_bit && clk_count<=4*clks_per_bit)begin
						out=0;
					end
					else if(clk_count>4*clks_per_bit && clk_count<=5*clks_per_bit)begin
						out=1;
					end
					else if(clk_count>5*clks_per_bit && clk_count<=6*clks_per_bit)begin
						out=0;
					end
					else if(clk_count>6*clks_per_bit && clk_count<=7*clks_per_bit)begin
						out=1;
					end
					else if(clk_count>7*clks_per_bit && clk_count<=8*clks_per_bit)begin
						out=0;
					end
				   else if(clk_count>8*clks_per_bit)begin
					s_Main=tx_stop;
					count=count+1;
					clk_count=0;
					end
		tx_data2:if(clk_count<=clks_per_bit)begin
						out=0;
					end
					else if(clk_count>clks_per_bit && clk_count<=2*clks_per_bit-1)begin
						out=1;
					end
					else if(clk_count>2*clks_per_bit && clk_count<=6*clks_per_bit)begin
						out=0;
					end
					else if(clk_count>6*clks_per_bit && clk_count<=7*clks_per_bit)begin
						out=1;
					end
					else if(clk_count>7*clks_per_bit && clk_count<=8*clks_per_bit)begin
						out=0;
					end
				   else if(clk_count>8*clks_per_bit)begin
					s_Main=tx_stop;
					clk_count=0;
					count=count+1;
					end
		tx_data5:if(clk_count<=clks_per_bit)begin
						out=0;
					end
					else if(clk_count>clks_per_bit && clk_count<=2*clks_per_bit-1)begin
						out=0;
					end
					else if(clk_count>2*clks_per_bit && clk_count<=3*clks_per_bit)begin
						out=1;
					end					
					else if(clk_count>3*clks_per_bit && clk_count<=4*clks_per_bit)begin
						out=0;
					end
					else if(clk_count>4*clks_per_bit && clk_count<=6*clks_per_bit)begin
						out=1;
					end
					else if(clk_count>6*clks_per_bit && clk_count<=8*clks_per_bit)begin
						out=0;
					end
				   else if(clk_count>8*clks_per_bit)begin
					s_Main=tx_stop;
					clk_count=0;
					count=count+1;
					end
		tx_data6:if(clk_count<=clks_per_bit)begin
						out=1;
					end
					else if(clk_count>clks_per_bit && clk_count<=2*clks_per_bit-1)begin
						out=1;
					end
					else if(clk_count>2*clks_per_bit && clk_count<=4*clks_per_bit)begin
						out=0;
					end
					else if(clk_count>4*clks_per_bit && clk_count<=6*clks_per_bit)begin
						out=1;
					end
					else if(clk_count>6*clks_per_bit && clk_count<=7*clks_per_bit)begin
						out=0;
					end
					else if(clk_count>7*clks_per_bit && clk_count<=8*clks_per_bit)begin
						out=0;
					end
				   else if(clk_count>8*clks_per_bit)begin
					count=count+1;
					s_Main=idle;
					clk_count=0;
					end					
		tx_stop:if(clk_count<=2*clks_per_bit)begin
						out=1;
					end
				  else begin
				    if(count>4)begin
				  s_Main=idle;
				  clk_count=0;
					 end
					 else begin
				  s_Main=tx_start;
				  clk_count=0;
				    end 
				   end
	endcase
end
endmodule
### constraint.sdc
current_design uart

set clk_period 8.2
set clk_io_pct 0.2

create_clock -name clk0 -period $clk_period [get_ports {clk_50M}]

set non_clock_inputs [all_inputs -no_clocks]
set_input_delay [expr $clk_period * $clk_io_pct] -clock clk0 $non_clock_inputs
set_output_delay [expr $clk_period * $clk_io_pct] -clock clk0 [all_outputs]
==> results.py <==
# Auto-generated metrics
metrics = {
    "yosys": {
        "synth_area_per_cell_sq_um": 7.59,
        "synth-main-ff-cell": "dfxtp_1",
        "yosysWarningCount": 1,
        "synthCells": 405,
        "ys_seq_share_pct": 27.0,
        "ys_ff": 35,
        "yosysCellCount": 405,
        "synth-async-reset-ratio_pct": 0,
        "yosysTopAreaCell": "dfxtp_1",
        "synth_area_sq_mm": 0.00307,
        "yosys-stat-area_sq_mm": 0.00307,
        "ys_types": 65,
        "edf_count": 13,
        "top_area_share_pct": 14.3,
        "synth.area.top_cells": "dfxtp_1 (14%), edfxtp_1 (13%), nor2_1 (5.5%)",
    },
    "floorplanning": {
        "die_h_microns": 103,
        "io_pins": 2,
        "die_w_microns": 103,
        "core_sq_mm": 0.00986,
        "die-area_sq_mm": 0.0107,
        "floorplan.core_util_pct": 31.2,
        "rows": 36,
    },
    "clock_tree": {
        "cts_hold_buffers": 0,
        "clockRootBuffer": "clkbuf_8",
        "insertion_delay_ps": 300,
        "cts_resized": 0,
        "cts_made_buffers": 5,
        "clock_path_buffers": 2,
        "cts_num_sinks": 35,
        "post_cts_buffers": 0,
        "clk_pin_slew_ps": 70,
        "cts_tree": "yes",
        "ctsHtreeMaxLevel": 2,
    },
    "run": {
        "drv_cap": 0,
        "warning_count": 31,
    },
    "worst_hold_path": {
        "hold_path_class": "reg -> reg",
        "holdCritStartpoint": "clk_count[17]",
    },
    "routing": {
        "routed_wl_microns": 8220,
        "routed-via-count": 2986,
        "num_antenna_cells": 0,
        "avgRoutedWirePerCell_microns": 15.7,
        "post-route-drc-count": 0,
        "drt-initial-drc-count": 253,
        "drtPass1Iterations": 5,
        "drtAntennaViolNets": 0,
        "viasPerCell": 5.71,
    },
    "power_and_ir_drop": {
        "vdd_drop_max_mv": 0.0526,
        "finalPower_w": 0.000304,
        "power_leakage_nw": 1.03,
        "powerDensity_mw_per_mm2": 93.8,
    },
    "placement": {
        "dpl_cell_area_sq_mm": 0.00315,
        "port_buffers": 1,
        "globalplace.congestion": 0.941,
        "post-place-ws_ps": 3700,
        "hpwlAfterDp_microns": 6090,
    },
    "final_timing": {
        "timing.slew.headroom_pct": 45.3,
        "worst_slack_ps": 3600,
        "rsz0062_at_grt": "no",
        "fin_worst_skew_ps": 13.7,
        "period_used_pct": 56.1,
        "tightest_slew_ps": 821,
        "tns_ps": 0,
        "finalSetupViolCount": 0,
        "hold_viol": 0,
        "fmax_mhz": 217,
        "finalCriticalPeriod_ps": 4600,
        "slew_violations": 0,
    },
    "worst_setup_path": {
        "rrSetupSlack_ps": 3600,
        "crit_end": "out[0]",
        "r2r_cells": 11,
        "crit_start": "clk_count[0]",
        "cp.arrival_ps": 4590,
        "worstPathRequired_ps": 8190,
        "reg2reg_to": "out[0]",
        "crit_fanout": 17,
        "start_kind": "flip-flop",
        "setup.worst_path.end_class": "flip-flop",
        "critical_path_class": "reg -> reg",
        "rr_startpoint": "clk_count[0]",
    },
    "outcome": {
        "status": "completed",
    },
    "final_layout": {
        "layout_top_cell": "nor2_1",
        "final_area_sq_mm": 0.00324,
        "final_core_util_pct": 32.8,
        "fill_cells": 1020,
        "drive_gt1_share_pct": 7.18,
        "area_growth_syn_to_layout_pct": 5.33,
        "mostFrequentLayoutCells": "nor2_1 (45), nand2_1 (39), nand3_1 (23)",
    },
    "global_routing": {
        "grt_pass1_wl_microns": 13600,
        "antenna_found_initial": 0,
        "grt_max_degree": 27,
        "grt_pass1_vias": 2642,
        "track_usage_pct": 16.7,
        "overflow": 0,
    },
}
worst max-delay path, cell delays in order (launching register included):
cell and delay [ps]:
dfxtp_1 670, ha_1 480, nand3_1 450, nor4_1 780, nor4bb_1 360, a311oi_1 90
nor3_1 450, nand2_1 220, nor3_1 310, a211oi_1 100, and4_1 190, nor3_1 190
flip-flops by register name (all words and copies together) (netlist names):
name,count
count,8
clk_count,22
s_Main,4
out,1
Yosys cell counts (4+ instances only):
library cell / number
a21oi_1: 18
nor2_2: 5
nor4_1: 10
a211oi_1: 7
o211ai_1: 7
nor3_1: 20
and3_1: 7
o21ai_0: 19
xor2_1: 5
nand4_1: 13
o21a_1: 4
clkbuf_1: 18
nand2_1: 39
nand3_1: 23
nor2_1: 45
buf_2: 7
ha_1: 7
and2_1: 6
a221o_1: 4
o31ai_1: 5
edfxtp_1: 13
inv_1: 13
and4_1: 5
dfxtp_1: 22
or3_1: 7
a31oi_1: 4
xnor2_1: 18
worst min path at each step:
stage,end,cells after the start
global route,clk_count[17],2
CTS,clk_count[17],2
finish,clk_count[17],2
report_power, final:
part | switching (W) | leakage [nW] | total (W) | internal, W
combinational | 0 | 0.657 | 0.000000000657 | 0
sequential | 0 | 0.328 | 0.000179 | 0.000179
clock | 0.0000654 | 0.0488 | 0.000125 | 0.0000595
total | 0.0000654 | 1.03 | 0.000304 | 0.000238
cell families after synthesis:
| group | share of synthesized area [%] |
|---|---|
| compound gates | 23.4 |
| xor+xnor | 6.55 |
| fa+ha+maj | 2.85 |
| buf+inv | 5.78 |
| flops | 27.0 |
| mux | 0.977 |
| simple gates | 33.5 |
area by class of cell:
type,count,area [sq um],area share (%)
clock buffer,5,68.8,2.13
clock inverter,3,17.5,0.541
inverter,13,48.8,1.51
multi-input combinational,329,2070,63.8
sequential,35,831,25.7
tap,133,166,5.14
timing repair buffer,5,40.0,1.24
stage by stage:
step	hold slack, ps	std cells
3_5_place_dp	515	515
3_3_place_gp	519	515
2_1_floorplan	488	405
4_1_cts	532	523
5_1_grt	582	523
6_report	535	523
metal layers:
metal  vias to the layer above  global-route usage, %  routed length [microns]
met4                         0                   2.93                      175
li1                       1483                      -                        -
met3                        16                   3.07                      671
met1                      1357                   26.2                     3900
met2                       130                   24.4                     3480
met5                         -                      0                        0
No activity file was given, so power comes from the tool's default toggle rates.
