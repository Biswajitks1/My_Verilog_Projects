--- flow/config.mk ---
export PLATFORM = sky130hd
export DESIGN_NAME = Fibonacci_generator
export DESIGN_NICKNAME = Fibonacci_generator
export VERILOG_FILES = /design/flow/design.v
export SDC_FILE = /design/flow/constraint.sdc
export NUM_CORES = 4
export LEC_CHECK = 1
export CORE_UTILIZATION = 50
--- flow/constraint.sdc ---
current_design Fibonacci_generator

set clk_period 9.4
set clk_io_pct 0.2

create_clock -name clk0 -period $clk_period [get_ports {clk}]

set non_clock_inputs [all_inputs -no_clocks]
set_input_delay [expr $clk_period * $clk_io_pct] -clock clk0 $non_clock_inputs
set_output_delay [expr $clk_period * $clk_io_pct] -clock clk0 [all_outputs]
--- flow/design.v ---
module Fibonacci_generator #(parameter
  DATA_WIDTH=32
) (
  input clk,
  input resetn,
  output [DATA_WIDTH-1:0] out
);
reg [DATA_WIDTH-1:0]prev_val;
reg [DATA_WIDTH-1:0]curr_val;
reg count=0;
always@(posedge clk)begin
    if(!resetn) begin
        prev_val<=1;
        curr_val<=1;
    end    
    else  begin
        prev_val<=curr_val;
        curr_val<=curr_val+prev_val;
    end
end
assign out = prev_val;
endmodule
--- flow/run.sh ---
#!/bin/bash
# OpenROAD 26Q1-2900-gdf79404cd8, Yosys 0.63+post, stock flow scripts
make -C /OpenROAD-flow-scripts/flow DESIGN_CONFIG=/design/flow/config.mk WORK_HOME=/design/flow/orfs finish
==> impl_metrics.ini <==
; yosys + openroad results
[status]
status = completed

[synth]
synth_flop_count = 64
synthAdderAreaFrac_pct = 11.3
synth_chip_area_sq_um = 3620
mux_area_share_pct = 0.829
yosysWarnings = 1
netlist_area_sq_um = 3620
ys_async_sr_fraction_pct = 0
synth-simple-area-share_pct = 21.4
ys_sh_xor_pct = 4.59
yosys.area_share.aoi_pct = 22.3
postSynthAreaPerCell_sq_um = 8.82
ys_top_logic_family = AND-OR/OR-AND gates
edf_count = 0
ys_cells = 411
ff_type = dfxtp_1
synth_cell_types = 62
syn_inst = 411
postSynthSeqShare_pct = 35.4

[cells_and_area]
layout_top_cell = dfxtp_1
lay_top_cells = 64 x dfxtp_1, 38 x a21oi_1, 35 x and2_1
logic_area_sq_um = 2190
fill_cells = 654
final_layout_size_suffix_gt1_share_pct = 5.92
synthToLayoutAreaGrowth_pct = 15.4
seq_area_sq_um = 1280

[setup_path]
critPathMaxFanout = 52
cp-end-kind = flop
start_kind = input port
r2r_start = prev_val[0]
crit_required_ps = 9640
worstPathArrival_ps = 3930
r2r-end = curr_val[30]
crit_path_max_incr_delay_ps = 460
crit_type = input port to flop
worstPathCellList = clkdlybuf4s50_1 -> buf_4 -> clkinv_1 -> or3_1 -> a22oi_1 -> a31oi_1 -> o311ai_1
r2r_setup_slack_ps = 6720
r2r_cells = 8
slowest_stage = clkdlybuf4s50_1

[grt]
antenna_found_initial = 0
grt_pass1_vias = 2721
grt_pass1_wl_mm = 12.9
grt_start_max_net_pins = 53
grt_usage_pct = 22.1
grt_overflow_total = 0

[sta]
hold_viol_final = 0
relSlewSlack_pct = 52.9
max_freq_mhz = 271
whs_ps = 451
fin_skew_ps = 9.16
finalSetupViolations = 0
fin_tns_setup_ps = 0
worst_slew_pin_slew_ps = 697
rsz0062_at_grt = no
finalCritPeriodShare_pct = 39.3
post-route-min-period_ps = 3690
drv_slew = 0

[routing]
drtIter0Drc = 131
drtPass1Iterations = 4
drc = 0
vias = 3017
detail_route.antenna_diodes = 0
avgRoutedWirePerCell_microns = 14.2
vias_per_cell = 5.64
drt-total-wl_mm = 7.58
drtAntennaViolNets = 0

[min_path]
whs_path_depth = 1
min_to = prev_val[0]
hold_start = curr_val[0]
min-delay-path-class = flop to flop

[clock_tree]
cts.sinks = 64
cts_htree_levels = 3
path_clk_slew_ps = 60
cts_resized = 0
hold_buffers = 0
cts_buffer_depth = 2
tritoncts = yes
cts_setup_buffers = 0
clk_latency_ps = 340
cts_root_buffer = clkbuf_8
cts_buffers = 9

[run]
max_cap_viol_count = 0
log.warning_count = 26

[die]
num_rows = 30
die_width_microns = 87.1
die_h_microns = 87.1
dieArea_sq_um = 7590
io_pins = 34
fp_util_pct = 52.5
core_sq_um = 6910

[power]
ir_drop_v = 0.0000987
p_per_area_nw_per_um2 = 188
p_leak_nw = 1.72

[placed_design]
numPortBuffers = 33
dp_hpwl_mm = 5.49
gp_congestion = 0.904
[registers in the layout, indices dropped and copies added (netlist names)]
| register | cells |
|---|---|
| prev_val | 32 |
| curr_val | 32 |
[synthesized netlist by cell type, types with 3 or more instances]
cell | number | area [sq um]
dfxtp_1 | 64 | 1280
a21oi_1 | 38 | 190
and2_1 | 35 | 219
ha_1 | 31 | 388
nor2_1 | 28 | 105
nand2_1 | 26 | 97.6
o21ai_0 | 21 | 105
nor3_1 | 12 | 60.1
clkbuf_1 | 10 | 37.5
xnor2_1 | 10 | 87.6
a21o_1 | 9 | 67.6
nand4_1 | 9 | 56.3
xor2_1 | 9 | 78.8
nand3_1 | 8 | 40.0
inv_1 | 6 | 22.5
nand2b_1 | 6 | 37.5
o21a_1 | 6 | 45.0
o21bai_1 | 5 | 37.5
buf_4 | 4 | 30.0
a211o_1 | 3 | 26.3
a211oi_1 | 3 | 22.5
a31oi_1 | 3 | 18.8
buf_6 | 3 | 33.8
clkbuf_2 | 3 | 15.0
mux2i_1 | 3 | 30.0
nor2b_1 | 3 | 18.8
o211ai_1 | 3 | 22.5
o311ai_1 | 3 | 26.3
o41ai_1 | 3 | 26.3
or3_1 | 3 | 18.8
[final cells by class]
| class | count | area share [%] |
|---|---|---|
| Tap cell | 96 | 2.87 |
| Sequential cell | 64 | 30.6 |
| Clock inverter | 3 | 1.56 |
| Clock buffer | 12 | 3.71 |
| Timing Repair Buffer | 35 | 8.26 |
| Inverter | 7 | 0.629 |
| Multi-Input combinational cell | 318 | 52.3 |
[logic make-up after synthesis]
logic type | Yosys count
muxes | 3
AOI/OAI and AO/OA | 119
DFF | 64
xor gates and xnor gates | 19
buffers and inverters | 29
and+or+nand+nor | 145
adders and majority gates | 32
[routing by layer]
| layer | routed length (microns) | global-route usage [%] |
|---|---|---|
| met3 | 309 | 4.23 |
| met2 | 3190 | 33.0 |
| met1 | 3980 | 35.4 |
| met5 | 0 | 0 |
| met4 | 95 | 2.53 |
[report_power, final]
part | internal, mW | switching, mW | leakage [nW] | total [mW]
clock | 0.162 | 0.101 | 0.112 | 0.263
combinational | 0.0976 | 0.105 | 1.09 | 0.203
sequential | 0.301 | 0.0168 | 0.520 | 0.318
total | 0.561 | 0.223 | 1.72 | 0.784
[worst max-delay path: cells and delay by family]
family,cells,cell delay [ps]
buf+inv,3,1300
simple gates,1,430
compound gates,3,330
[worst max path at each step]
stage | startpoint | end | slack, ps | depth (start not counted)
4_1_cts | resetn | curr_val[30] | 5700 | 7
5_1_grt | resetn | curr_val[30] | 5490 | 7
6_report | resetn | curr_val[30] | 5710 | 7
[per-stage QoR]
step	area (sq um)	total power [mW]	instances	util, %	worst slack (ps)
CTS	4180	0.793	535	60.5	5700
finish	4180	0.784	535	60.5	5710
global route	4180	0.834	535	60.5	5490
detailed placement	3960	0.525	520	57.3	5350
floorplan	3620	0.475	411	-	6690
global placement	3960	0.521	520	57.3	5370
Power is estimated from default activity; no workload was simulated.
